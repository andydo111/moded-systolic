## /design/flow/design.v

```verilog
`timescale 1ns / 1ps
module Systolic (Clk,En,Est,Ld,A,Mem_In,Result);
input Clk,En,Est,Ld;
input [71:0] A;
input [647:0] Mem_In;
output reg [143:0] Result;
wire [15:0] Result_Wire[0:8][0:8];
wire [7:0] Passthrough_Wire[0:8][0:8];
wire [7:0]Ain[0:8];
reg [7:0] Mem_Inin[0:8][0:8];
integer Parse_Col, Parse_Row;
always @* begin
    for (Parse_Col=0; Parse_Col<9; Parse_Col = Parse_Col+1) begin
            Result[Parse_Col*16+:16] <= Result_Wire[Parse_Col][8];
        for (Parse_Row=0; Parse_Row<9; Parse_Row = Parse_Row+1) begin
            Mem_Inin[Parse_Col][Parse_Row] <= Mem_In [(Parse_Col*72)+(Parse_Row*8)+:8];
        end
    end
end
pe PE0 (Clk,En,Est,Ld,A[7:0],Mem_Inin[0][0],16'd0,Result_Wire[0][0],Passthrough_Wire[0][0]);
genvar i,j;
generate
    for (j=1;j<9;j=j+1) begin
        pe PE1 (Clk,En,Est,Ld,A[(j)*8+7:(j)*8],Mem_Inin[0][j],Result_Wire[0][j-1],Result_Wire[0][j],Passthrough_Wire[0][j]);
        pe PE2 (Clk,En,Est,Ld,Passthrough_Wire[j-1][0],Mem_Inin[j][0],16'd0,Result_Wire[j][0],Passthrough_Wire[j][0]);
        for (i=1;i<9;i=i+1) begin
            pe PE3 (Clk,En,Est,Ld,Passthrough_Wire[j-1][i],Mem_Inin[j][i],Result_Wire[j][i-1],Result_Wire[j][i],Passthrough_Wire[j][i]);
        end
    end
endgenerate
endmodule
module pe(Clk,En,Rst,Ld,A,Mem_In,C,Result,Aout);
input Clk,En,Rst,Ld;
input [7:0] A, Mem_In ;
input [15:0] C;
output reg [15:0] Result;
output reg [7:0] Aout;
reg [15:0] Prod_Reg;
reg [7:0] Memory;
wire cout;
always@* begin
Aout <= A;
end
wire [15:0] Prod_Wire;
wire [15:0] Result_Wire;
Vedic_8bit IN1 (A,Memory,Prod_Wire);
always@(posedge Clk) begin
     if (Rst == 1'b1) begin
     Prod_Reg <= 16'd0;
     Memory <= 8'd0;
     end
     else if (Ld == 1'b1) begin
     Memory <= Mem_In;
     end
     else begin
     Prod_Reg <= Prod_Wire;
     end
end
CSLA_16bit IN2 (Prod_Reg,C,Result_Wire,cout);
always@(posedge Clk) begin
    if (Rst == 1'b1) begin
     Result <= 16'd0;
     end
    else if (Ld) begin
     end
    else begin
     Result <= Result_Wire;
    end
end
endmodule
module Vedic_2bit(A,B,Prod);
input [1:0] A,B;
output [3:0] Prod;
wire Nand2,Nand3,Nand4;
wire Carry1, Carry2;
assign Nand2 = A[1]&B[0];
assign Nand3 = A[0]&B[1];
assign Nand4 = A[1]&B[1];
assign Prod [0] = A[0]&B[0];
Full_Adder IN1 (Nand2,Nand3, 1'b0,Prod[1],Carry1);
Full_Adder IN2 (Carry1, Nand4,1'b0, Prod[2],Prod[3]);
endmodule
module Vedic_4bit(A,B,Prod);
input [3:0] A,B;
output [7:0] Prod;
wire [3:0] Vedic_Prod1,Vedic_Prod2,Vedic_Prod3,Vedic_Prod4;
wire [3:0] Sum1,Sum2,Sum3;
wire Carry1, Carry2, Carry3;
Vedic_2bit IN1 (A[1:0],B[1:0],Vedic_Prod1);
Vedic_2bit IN2 (A[1:0],B[3:2],Vedic_Prod2);
Vedic_2bit IN3 (A[3:2],B[1:0],Vedic_Prod3);
Vedic_2bit IN4 (A[3:2],B[3:2],Vedic_Prod4);
RCA_4bit IN5 ( Vedic_Prod2                  , Vedic_Prod3   , Sum1  , Carry1);
RCA_4bit IN6 ( {1'b0,1'b0,Vedic_Prod1[3:2]} , Sum1          , Sum2  , Carry2);
RCA_4bit IN7 ( {1'b0,Carry2,Sum2[3:2]}      , Vedic_Prod4   , Sum3  , Carry3);
assign Prod[1:0] = Vedic_Prod1[1:0];
assign Prod[3:2] = Sum2[1:0];
assign Prod[7:4] = Sum3[3:0];
endmodule
module Vedic_8bit(A,B,Prod);
input [7:0] A,B;
output [15:0] Prod;
wire [7:0] Vedic_Prod1,Vedic_Prod2,Vedic_Prod3,Vedic_Prod4;
wire [7:0] Sum1,Sum2,Sum3;
wire Carry1, Carry2, Carry3;
Vedic_4bit IN1 (A[3:0],B[3:0],Vedic_Prod1);
Vedic_4bit IN2 (A[3:0],B[7:4],Vedic_Prod2);
Vedic_4bit IN3 (A[7:4],B[3:0],Vedic_Prod3);
Vedic_4bit IN4 (A[7:4],B[7:4],Vedic_Prod4);
CSLA_8bit IN5 ( Vedic_Prod2                  , Vedic_Prod3   , Sum1  , Carry1);
CSLA_8bit IN6 ( {4'd0,Vedic_Prod1[7:4]}      , Sum1          , Sum2  , Carry2);
CSLA_8bit IN7 ( {3'd0,Carry2,Sum2[7:4]}      , Vedic_Prod4   , Sum3  , Carry3);
assign Prod[3:0] = Vedic_Prod1[3:0];
assign Prod[7:4] = Sum2[3:0];
assign Prod[15:8] = Sum3[7:0];
endmodule
module CSLA_16bit(A,B,Sum,Cout);
input [15:0] A,B;
output [15:0] Sum;
output Cout;
wire [2:0] RCA_Sum1,RCA_Sum2;
wire [3:0] RCA_Sum3;
wire [4:0] RCA_Sum4;
wire [5:0] RCA_Sum5;
wire RCA_Cout1,RCA_Cout2,RCA_Cout3,RCA_Cout4,RCA_Cout5;
wire [2:0] BEC_Sum3;
wire [3:0] BEC_Sum4;
wire [4:0] BEC_Sum5;
wire [5:0] BEC_Sum6;
wire [2:0] Mux_6to3;
wire [3:0] Mux_8to4;
wire [4:0] Mux_10to5;
wire [5:0] Mux_12to6;
RCA_2bit IN1 (A[1:0],B[1:0],RCA_Sum1[1:0],RCA_Sum1[2]);
RCA_2bit IN2 (A[3:2],B[3:2],RCA_Sum2[1:0],RCA_Sum2[2]);
RCA_3bit IN3 (A[6:4],B[6:4],RCA_Sum3[2:0],RCA_Sum3[3]);
RCA_4bit IN4 (A[10:7],B[10:7],RCA_Sum4[3:0],RCA_Sum4[4]);
RCA_5bit IN5 (A[15:11],B[15:11],RCA_Sum5[4:0],RCA_Sum5[5]);
BEC_3bit IN6(RCA_Sum2,BEC_Sum3);
BEC_4bit IN7(RCA_Sum3,BEC_Sum4);
BEC_5bit IN8(RCA_Sum4,BEC_Sum5);
BEC_6bit IN9(RCA_Sum5,BEC_Sum6);
Mux #(6,3) IN10 ({BEC_Sum3,RCA_Sum2}, RCA_Sum1[2], Mux_6to3);
Mux #(8,4) IN11 ({BEC_Sum4,RCA_Sum3}, Mux_6to3[2], Mux_8to4);
Mux #(10,5) IN12 ({BEC_Sum5,RCA_Sum4}, Mux_8to4[3], Mux_10to5);
Mux #(12,6) IN13 ({BEC_Sum6,RCA_Sum5}, Mux_10to5[4], Mux_12to6);
assign Sum [1:0] = RCA_Sum1[1:0];
assign Sum [3:2] = Mux_6to3[1:0];
assign Sum [6:4] = Mux_8to4[2:0];
assign Sum [10:7] = Mux_10to5[3:0];
assign Sum [15:11] = Mux_12to6[4:0];
assign Cout = Mux_12to6[5];
endmodule
module CSLA_8bit(A,B,Sum,Cout);
input [7:0] A,B;
output [7:0] Sum;
output Cout;
wire [1:0] RCA_Sum1;
wire [2:0] RCA_Sum2,RCA_Sum3;
wire [3:0] RCA_Sum4;
wire [2:0] BEC_Sum1;
wire [2:0] BEC_Sum2;
wire [3:0] BEC_Sum3;
wire [2:0] First_Mux_6to3;
wire [2:0] Second_Mux_6to3;
wire [3:0] Mux_8to4;
Full_Adder In1 (A[0],B[0],1'b0,RCA_Sum1[0], RCA_Sum1[1]);
RCA_2bit IN2 (A[2:1],B[2:1],RCA_Sum2[1:0],RCA_Sum2[2]);
RCA_2bit IN3 (A[4:3],B[4:3],RCA_Sum3[1:0],RCA_Sum3[2]);
RCA_3bit IN4 (A[7:5],B[7:5],RCA_Sum4[2:0],RCA_Sum4[3]);
BEC_3bit IN5(RCA_Sum2,BEC_Sum1);
BEC_3bit IN6(RCA_Sum3,BEC_Sum2);
BEC_4bit IN7(RCA_Sum4,BEC_Sum3);
Mux #(6,3) IN8 ({BEC_Sum1,RCA_Sum2}, RCA_Sum1[1], First_Mux_6to3);
Mux #(6,3) IN9 ({BEC_Sum2,RCA_Sum3}, First_Mux_6to3[2], Second_Mux_6to3);
Mux #(8,4) IN10 ({BEC_Sum3,RCA_Sum4}, Second_Mux_6to3[2], Mux_8to4);
assign Sum [0] = RCA_Sum1[0];
assign Sum [2:1] = First_Mux_6to3[1:0];
assign Sum [4:3] = Second_Mux_6to3[1:0];
assign Sum [7:5] = Mux_8to4[2:0];
assign Cout = Mux_8to4[3];
endmodule
module BEC_3bit (Bec3_Input, Bec3_Output);
input [2:0] Bec3_Input;
output [2:0] Bec3_Output;
assign Bec3_Output[0] = ~Bec3_Input[0];
assign Bec3_Output[1] = Bec3_Input[0]^Bec3_Input[1];
assign Bec3_Output[2] = Bec3_Input[2]^(Bec3_Input[0]&Bec3_Input[1]);
endmodule
module BEC_4bit (Bec4_Input, Bec4_Output);
input [3:0] Bec4_Input;
output [3:0] Bec4_Output;
assign Bec4_Output[0] = ~Bec4_Input[0];
assign Bec4_Output[1] = Bec4_Input[0]^Bec4_Input[1];
assign Bec4_Output[2] = Bec4_Input[2]^(Bec4_Input[0]&Bec4_Input[1]);
assign Bec4_Output[3] = Bec4_Input[3]^(Bec4_Input[0]&Bec4_Input[1]&Bec4_Input[2]);
endmodule
module BEC_5bit (Bec5_Input, Bec5_Output);
input [4:0] Bec5_Input;
output [4:0] Bec5_Output;
assign Bec5_Output[0] = ~Bec5_Input[0];
assign Bec5_Output[1] = Bec5_Input[0]^Bec5_Input[1];
assign Bec5_Output[2] = Bec5_Input[2]^(Bec5_Input[0]&Bec5_Input[1]);
assign Bec5_Output[3] = Bec5_Input[3]^(Bec5_Input[0]&Bec5_Input[1]&Bec5_Input[2]);
assign Bec5_Output[4] = Bec5_Input[4]^(Bec5_Input[0]&Bec5_Input[1]&Bec5_Input[2]&Bec5_Input[3]);
endmodule
module BEC_6bit (Bec6_Input, Bec6_Output);
input [5:0] Bec6_Input;
output [5:0] Bec6_Output;
assign Bec6_Output[0] = ~Bec6_Input[0];
assign Bec6_Output[1] = Bec6_Input[0]^Bec6_Input[1];
assign Bec6_Output[2] = Bec6_Input[2]^(Bec6_Input[0]&Bec6_Input[1]);
assign Bec6_Output[3] = Bec6_Input[3]^(Bec6_Input[0]&Bec6_Input[1]&Bec6_Input[2]);
assign Bec6_Output[4] = Bec6_Input[4]^(Bec6_Input[0]&Bec6_Input[1]&Bec6_Input[2]&Bec6_Input[3]);
assign Bec6_Output[5] = Bec6_Input[5]^(Bec6_Input[0]&Bec6_Input[1]&Bec6_Input[2]&Bec6_Input[3]&Bec6_Input[4]);
endmodule
module RCA_2bit (A,B,Sum_2bit,Cout_2bit);
input [1:0] A;
input [1:0] B;
output [1:0] Sum_2bit;
output Cout_2bit;
wire Cout;
Full_Adder IN1 (A[0],B[0],1'b0,Sum_2bit[0],Cout);
Full_Adder IN2 (A[1],B[1],Cout,Sum_2bit[1],Cout_2bit);
endmodule
module RCA_3bit (A,B,Sum_3bit,Cout_3bit);
input [2:0] A;
input [2:0] B;
output [2:0] Sum_3bit;
output Cout_3bit;
wire [1:0] Cout;
Full_Adder IN1 (A[0],B[0],1'b0,Sum_3bit[0],Cout[0]);
Full_Adder IN2 (A[1],B[1],Cout[0],Sum_3bit[1],Cout[1]);
Full_Adder IN3 (A[2],B[2],Cout[1],Sum_3bit[2],Cout_3bit);
endmodule
module RCA_4bit (A,B,Sum_4bit,Cout_4bit);
input [3:0] A;
input [3:0] B;
output [3:0] Sum_4bit;
output Cout_4bit;
wire [2:0] Cout;
Full_Adder IN1 (A[0],B[0],1'b0,Sum_4bit[0],Cout[0]);
Full_Adder IN2 (A[1],B[1],Cout[0],Sum_4bit[1],Cout[1]);
Full_Adder IN3 (A[2],B[2],Cout[1],Sum_4bit[2],Cout[2]);
Full_Adder IN4 (A[3],B[3],Cout[2],Sum_4bit[3],Cout_4bit);
endmodule
module RCA_5bit (A,B,Sum_5bit,Cout_5bit);
input [4:0] A;
input [4:0] B;
output [4:0] Sum_5bit;
output Cout_5bit;
wire [3:0] Cout;
Full_Adder IN1 (A[0],B[0],1'b0,Sum_5bit[0],Cout[0]);
Full_Adder IN2 (A[1],B[1],Cout[0],Sum_5bit[1],Cout[1]);
Full_Adder IN3 (A[2],B[2],Cout[1],Sum_5bit[2],Cout[2]);
Full_Adder IN4 (A[3],B[3],Cout[2],Sum_5bit[3],Cout[3]);
Full_Adder IN5 (A[4],B[4],Cout[3],Sum_5bit[4],Cout_5bit);
endmodule
module Full_Adder (A,B,Cin,Sum,Cout);
input A,B,Cin;
output Sum,Cout;
assign Sum = A^B^Cin;
assign Cout = (A&B)|((A^B)&Cin);
endmodule
module Mux #(parameter from = 2 , parameter to = 1)(In,Sel,Out);
input [from-1:0] In;
input Sel;
output [to-1:0] Out;
integer i;
reg [to-1:0] Out_Reg;
assign Out = Out_Reg;
always @* begin 
for (i = 0; i<to; i=i+1) begin
    Out_Reg[i] <= (~Sel&In[i])|(Sel&In[i+to]);
    end
end
endmodule
```

## /design/flow/run.sh

```bash
#!/bin/bash
# OpenROAD 26Q1-2900-gdf79404cd8, Yosys 0.63+post, stock flow scripts
make -C /OpenROAD-flow-scripts/flow DESIGN_CONFIG=/design/flow/config.mk WORK_HOME=/design/flow/orfs finish
```

## /design/flow/config.mk

```make
export PLATFORM = sky130hd
export DESIGN_NAME = Systolic
export DESIGN_NICKNAME = Systolic
export VERILOG_FILES = /design/flow/design.v
export SDC_FILE = /design/flow/constraint.sdc
export NUM_CORES = 4
export LEC_CHECK = 1
export CORE_UTILIZATION = 50
```

## /design/flow/constraint.sdc

```tcl
current_design Systolic

set clk_period 136.1
set clk_io_pct 0.2

create_clock -name clk0 -period $clk_period [get_ports {Clk}]

set non_clock_inputs [all_inputs -no_clocks]
set_input_delay [expr $clk_period * $clk_io_pct] -clock clk0 $non_clock_inputs
set_output_delay [expr $clk_period * $clk_io_pct] -clock clk0 [all_outputs]
```

==> flow_metrics.tcl <==
# yosys + openroad results
set metrics [dict create \
    max-vdd-ir-drop_uv 13.61 \
    grt_max_degree 134 \
    rsz0062_at_grt "false" \
    slew_viol_final 0 \
    critPathKind "input port to flop" \
    met1_length_mm 445.7 \
    synth-edff-count 0 \
    clk_path_buf_depth 4 \
    ys_ff 3240 \
    vias 263900 \
    die_h_um 864.7 \
    finalSetupTns_ns 0 \
    reg2reg_from "genblk1[1].genblk1[3].PE3.Memory[1]" \
    die-width_um 864.7 \
    pin_count 868 \
    synth_cells 41040 \
    cts_root_buffer "clkbuf_16" \
    antenna_found_initial 47 \
    outcome "complete, no violations" \
    clock.latency.late_pin_ns 1.10 \
    yosys_area_um2 372100 \
    numCtsBuffers 413 \
    coreArea_um2 740900 \
    firstDrtPassIters 6 \
    skew_ns 0.07859 \
    drc 0 \
    synthFlopType "dfxtp_1" \
    totalPowerFinal_mw 3.546 \
    yosys.cell_types.count 58 \
    mostFrequentLayoutCells "ha_1, inv_1, and2_1, nor2_1, dfxtp_1" \
    setup_viol 0 \
    initCoreUtil 0.5022 \
    post-route-min-period_ns 34.44 \
    clock_sinks 3240 \
    cts_tree "built" \
    htree_num_levels 5 \
    port_buffers 866 \
    post_cts.repair.setup_buffers 0 \
    start_kind "input port" \
    clock.fmax_mhz 29.03 \
    warning_count 47 \
    design_area_um2 404600 \
    hold_buffers 0 \
    worstPathArrival_ns 35.39 \
    post_cts_resized 0 \
    grt.total_usage 0.2926 \
    synth_seq_share 0.1743 \
    grt_pass1_vias 259900 \
    num_rows 316 \
    grt_overflow 0 \
    yosys-stat-cells 41040 \
    mostFrequentLayoutCell "ha_1" \
    whs_endpoint "genblk1[7].PE2.Prod_Reg[9]" \
    path_max_fanout 45 \
    hold_violations 0 \
    synthesis.area_um2 372100 \
    fillers 64680 \
    post_dp_cell_area_um2 389700 \
    drt-initial-drc-count 11480 \
    grt_pass1_wl_mm 1591 \
    worstSetupEndpointType "flop" \
    dieArea_um2 747700 \
    cp_slowest_cell "mux2i_1" \
    met3WireLength_mm 70.13 \
    routed_via_density 5.138 \
    cp_data_required_time_ns 137.05 \
    timing.rr.end "genblk1[1].genblk1[3].PE3.Prod_Reg[14]" \
    clk_pin_slew_ns 0.06 \
    hp-class "flop to flop" \
    wl_met2_mm 470.3 \
    async_flop_share 0 \
    syn_area_per_cell_um2 9.067 \
    routabilityCongestion 0.9452 \
    powerDensity_nw_per_um2 8.764 \
    post_drt_wl_per_cell_um 20.21 \
    drv_cap 0 \
    top_layer_used "met5" \
    p_leak_nw 204.0 \
    hp-start "genblk1[7].PE2.Prod_Reg[9]" \
    rrSetupSlack_ns 128.27 \
    post-route-util 0.5461 \
    worstMarginPinSlew_ns 1.014 \
    synth_warnings 8 \
    drive_gt1_frac 0.04493 \
    slowest_delay_ns 0.66 \
    routed_wl_mm 1038 \
    place.detailed.hpwl_mm 826.1 \
    reg2regPathDepth 28 \
    fin_crit_sh 0.2531 \
    synthToLayoutAreaGrowth_pct 8.730 \
    slew_headroom 0.3049 \
    min_path_cells 2 \
    final_antenna_net_count 0 \
]
kinds of logic after synthesis:
group,share of synthesized area
buffers and inverters,0.07720
adder cells (fa/ha/maj),0.3864
multiplexers,0.07301
AND-OR/OR-AND,0.05103
XOR/XNOR,0.06524
AND/OR/NAND/NOR,0.1728
flip-flops,0.1743
state kept, by name, summed over array words and instances (netlist names):
| name | count |
|---|---|
| PE0.Memory | 8 |
| PE0.Prod_Reg | 16 |
| PE0.Result | 16 |
| genblk1.PE1.Memory | 64 |
| genblk1.PE1.Prod_Reg | 128 |
| genblk1.PE1.Result | 128 |
| genblk1.PE2.Memory | 64 |
| genblk1.PE2.Prod_Reg | 128 |
| genblk1.PE2.Result | 128 |
| genblk1.genblk1.PE3.Memory | 512 |
| genblk1.genblk1.PE3.Prod_Reg | 1024 |
| genblk1.genblk1.PE3.Result | 1024 |
through the flow:
step,worst slack [ns],hold WS [ns],std cells
finish,101.66,0.4593,51360
detailed placement,100.61,0.4539,50570
CTS,101.77,0.4514,51330
global placement,100.69,0.4499,50570
global route,101.22,0.4736,51330
floorplan,102.13,0.4255,41040
worst max-delay path: cells and delay by family:
kind	cells	cell delay, ns
AOI/OAI and AO/OA	2	0.38
xor gates and xnor gates	3	0.83
adders and majority gates	12	4.00
buffers and inverters	9	1.44
muxes	2	1.10
and+or+nand+nor	3	0.37
routing by layer:
metal  vias up  GRT usage
met5         -          0
met4        18     0.1077
met3      1119    0.07479
met2      4123     0.4566
met1    125500     0.4060
li1     133200          -
cell usage after synthesis, types with 81 or more instances:
cell | n | area [um^2]
a21oi_1 | 1161 | 5811
mux2_2 | 383 | 4313
or3_1 | 114 | 713.2
buf_1 | 92 | 345.3
nor4bb_1 | 117 | 1171
nor3_1 | 538 | 2693
buf_2 | 392 | 1962
o21ai_0 | 410 | 2052
and2_1 | 5179 | 32400
nand2_1 | 1421 | 5334
nand3_1 | 160 | 800.8
nand3b_1 | 81 | 608.1
a211oi_1 | 632 | 4745
a21o_1 | 100 | 750.7
clkbuf_1 | 1186 | 4452
o22ai_1 | 113 | 706.9
a21bo_2 | 81 | 810.8
ha_1 | 6840 | 85580
xnor2_1 | 1841 | 16120
o211ai_1 | 108 | 810.8
inv_1 | 5770 | 21660
nor2_1 | 3400 | 12760
nand2b_1 | 380 | 2377
fa_1 | 2907 | 58200
nand4_1 | 120 | 750.7
a22oi_1 | 81 | 608.1
mux2i_1 | 2235 | 22370
dfxtp_1 | 3240 | 64860
a211o_1 | 81 | 709.4
xor2_1 | 931 | 8154
nor2b_1 | 269 | 1683
final cells by class:
cell class / instances / area [um^2] / area share
antenna: 30 / 75.07 / 0.0001855
inverter: 5771 / 21670 / 0.05356
timing repair buffer: 1382 / 12310 / 0.03042
clock inverter: 216 / 3197 / 0.007901
clock buffer: 540 / 11620 / 0.02871
tap: 9858 / 12330 / 0.03048
sequential: 3240 / 64860 / 0.1603
multi-input combinational: 30320 / 278500 / 0.6884
worst max-delay path by stage:
stage         startpoint  cells after the start                                     end  slack [ns]
CTS                A[24]                     31  genblk1[1].genblk1[3].PE3.Prod_Reg[14]      101.77
global route       A[24]                     31  genblk1[1].genblk1[3].PE3.Prod_Reg[14]      101.22
finish             A[24]                     31  genblk1[1].genblk1[3].PE3.Prod_Reg[14]      101.66
power breakdown:
group / switching [mW] / leakage [nW] / internal, mW
clock network: 0.487 / 7.16 / 0.720
logic: 0.687 / 170 / 0.512
registers: 0.109 / 26.6 / 1.03
No activity file was given, so power comes from the tool's default toggle rates.
